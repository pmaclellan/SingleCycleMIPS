--- design/flow/config.mk ---
export PLATFORM = sky130hd
export DESIGN_NAME = regFile_32
export DESIGN_NICKNAME = regFile_32
export VERILOG_FILES = /design/flow/design.v
export SDC_FILE = /design/flow/constraint.sdc
export NUM_CORES = 4
export LEC_CHECK = 1
export CORE_UTILIZATION = 40
--- design/flow/design.v ---
module regFile_32(readRegA,readRegB,readSelA,readSelB,
		writeEnable,writeData,writeSel,
		clock);
reg[31:0] regFile[0:31];
output[31:0] readRegA, readRegB;
reg[31:0] readRegA, readRegB;
input[31:0] writeData;
input[4:0] writeSel, readSelA, readSelB;
input writeEnable, clock;
always@(posedge clock)
begin
if (writeEnable) regFile[writeSel] <= writeData;
end
always@(*)
begin
readRegA = regFile[readSelA];
readRegB = regFile[readSelB];
end
endmodule
--- design/flow/run.sh ---
#!/bin/bash
# OpenROAD 26Q1-2900-gdf79404cd8, Yosys 0.63+post, stock flow scripts
make -C /OpenROAD-flow-scripts/flow DESIGN_CONFIG=/design/flow/config.mk WORK_HOME=/design/flow/orfs finish
--- design/flow/constraint.sdc ---
current_design regFile_32

set clk_period 5.1
set clk_io_pct 0.2

create_clock -name clk0 -period $clk_period [get_ports {clock}]

set non_clock_inputs [all_inputs -no_clocks]
set_input_delay [expr $clk_period * $clk_io_pct] -clock clk0 $non_clock_inputs
set_output_delay [expr $clk_period * $clk_io_pct] -clock clk0 [all_outputs]
==> run notes <==
From the run reports.

- The detailed router reported a total wirelength of 151 mm.
- In the synthesized netlist the async set-or-reset flop fraction comes to 0%.
- The CTS tree is built.
- Per the log, the first TritonRoute iteration ended with a DRC count of 1,839.
- At the pin with the least slew margin, the transition time is 892 ps.
- The post-synth design cell area is 48,800 um^2.
- The number of maximum-capacitance constraint violations is 0.
- The area overhead of the layout relative to synthesis is 15.8%.
- The global-route wire length before repair reads 217 mm.
- The routed design shows a via density per instance of 5.92.
- The floorplan-stage core utilization reads 40.5%.
- The post-synthesis cell count from yosys reads 3,386.
- The CTS H-tree depth reads 3.
- The most critical min-delay path falls under in2reg.
- By startpoint and endpoint, the worst setup path is classified as in2out.
- The startpoint type of the worst setup path is an input pin.
- The final cycle utilization of the critical path is 94.0%.
- The gate count of the mapped netlist is 3,386.
- The highest achievable clock rate is 0.209 GHz.
- The relative slew slack is 40.5%.
- The sequential-to-total area share from yosys stat reads 63.0%.
- The flow ran to the end, and the final reports show no timing, DRC or antenna violations.
- The longest clock path from root to sink contains 3 buffers.
- The share of Yosys cell area claimed by the top area cell type is 63.0%.
- The average cell area after synthesis reads 14.4 um^2.
- The die outline height is 351 um.
- The routability congestion estimate from global placement reads 0.885.
- The fraction of layout instances using a drive strength above 1 is 11.3%.
- On the critical path the data arrives at 3770 ps.
- For this run, the leading register cell type out of synthesis is edfxtp_1.
- The registers reported with the highest flop counts are regFile: 1024 flops.
- In this run, synthesis inferred 1,024 flip-flops with an integrated enable.
- Setup repair after global routing left no endpoint under its margin.
- The post-layout instance count excluding filler cells is 5,265.
- The yosys stat chip area reads 48,800 um^2.
- The maximum net fanout on the critical path reads 16.
- The clock net sink count reads 1,024.
- Buffers inserted during clock tree synthesis total 105.
- For reference, the top cells by area after synthesis are edfxtp_1 63%, mux2i_1 21%, a22oi_1 3.0%, a22o_1 2.3%, nand3_1 2.0%.
- The worst vdd rail ir drop is 0.300 mV.
- The cell with the most instances on the worst path reads clkdlybuf4s50_1.
- The largest stage delay on the critical path is 600 ps.
- Total global-route track usage over all layers is 26.4%.
- The shortest period the worst path allows is 4790 ps.
- Total power normalized to cell area comes to 335 nW/um^2.
- The standard cell core area reads 120,000 um^2.
- The hold buffer count at CTS reads 0.
- Counting endpoints that fail hold in the final report gives 0.
- The script parses the final routing iteration and logs DRC violations as 0.
- Entering global routing, the biggest net connects 68 pins.
- The setup TNS reads 0 ps.
- The number of instances resized during post-cts repair is 0.
- The initial antenna violation count is 4.
- The count of boundary I/O pins reads 113.
- The iteration count of the initial detailed-routing pass reads 7.
- The half-perimeter wire length after detailed placement is 88.4 mm.
- The routed wire length per instance is 28.7 um.
- The CTS root buffer is clkbuf_16.
- The synthesis run shows the most used standard cells to be 1,024 x edfxtp_1, 1,024 x mux2i_1, 195 x nand2_1.
- The critical path data required time reads 4080 ps.
- The kind of end point of the critical path is an output port.
- The total number of vias reads 31,200.
- The global route stage reports its total congestion overflow as 0.
- Per the OpenROAD floorplan log, the area of the die is 123,000 um^2.
- The number of input and output port buffers inserted is 112.
- The script extracted a total leakage power of 20.8 nW.
- The count of endpoints failing setup in the final report is 0.
- The count of yosys warnings during synthesis reads 1.
- Once detail routing completed, the nets flagged for antenna violations numbered 0.
- The total tool warning count reads 26.
- In this run the critical path is formed by clkdlybuf4s50_1, nor2_4, buf_4, a22o_1, nor3_1, a31oi_1, nand3_1, clkdlybuf4s50_1.
- The distinct cell type count of the synthesized netlist is 23.
- The register with the most flip-flops in the layout has 1,024 of them.
- The die extent in x reads 351 um.
- The detailed placer reported the number of placed instances as 5,064.
- The top cell type by total area after synthesis is edfxtp_1.
- The final-report max-slew violation count reads 0.
- Buffers added to address setup during post-CTS repair amount to 0.
- The via count of the first global-routing pass reads 31,600.
- The timing report shows that the slowest cell on the worst path is clkdlybuf4s50_1.
- The clock transition time at the flip-flop clock pins of the worst setup and hold paths reads 60 ps.
- The site row count is 127.
- The number of flip-flops and latches in the synthesized netlist is 1,024.
- The most flop-heavy register reads regFile.
==> final timing paths <==
| kind | startpoint | endpoint | depth (start not counted) |
|---|---|---|---|
| setup / recovery | readSelB[2] | readRegB[5] | 8 |
| hold / removal | writeData[6] | regFile[0][6] | 2 |
==> logic make-up (layout without fill, tap and decap cells) <==
logic type	Yosys count	in the layout	share of synthesized area, %
flip-flops	1024	1024	63.0
AND/OR/NAND/NOR	509	509	4.71
multiplexers	1024	1024	21.0
other	0	1	0
buffers and inverters	253	519	3.21
AND-OR/OR-AND	576	576	8.04
==> power breakdown <==
part           switching [mW]  internal, mW  total (mW)
logic                    1.09         0.724        1.81
registers              0.0396          9.36        9.40
clock network            3.27          4.47        7.74
==> critical path: cells and delay by family <==
family,cells,cell delay [ps]
buffers and inverters,3,1490
AND-OR/OR-AND,2,400
AND/OR/NAND/NOR,3,850
==> stage by stage <==
stage	setup slack [ps]	hold slack, ps	instance area [um^2]	utilization, %	power (mW)
4_1_cts	346	1130	56500	46.9	19.1
3_3_place_gp	372	1850	53100	44.0	11.4
2_1_floorplan	1650	1120	48800	-	10.5
5_1_grt	193	1150	56500	46.9	19.5
6_report	305	1160	56500	46.9	19.0
3_5_place_dp	353	1850	53100	44.0	11.4
==> cell type report <==
cell class,count,area (um^2)
fillers,10400,63900
flip-flops and latches,1024,30700
multi-input cells,2109,16800
repair buffers,319,3510
clock buffers,123,2720
well taps,1612,2020
clock inverters,77,728
diodes,1,2.50
==> layer usage <==
metal	share of wire, %	vias to the layer above	routed length, um	global-route usage (%)
li1	-	13800	-	-
met1	37	15500	56700	35.2
met2	46	1615	69900	39.2
met3	13	265	20200	14.7
met4	3.0	4	4500	6.38
met5	0.017	-	25	0
==> placed cells by master (no fill, tap or decap), types with 5 or more instances in the layout <==
cell type        count
a21oi_1            192
a22o_1             128
a22oi_1            192
a31oi_1             64
buf_12              66
buf_4              141
bufinv_16           13
clkbuf_1            17
clkbuf_16          106
clkdlybuf4s50_1    110
clkinv_1            29
clkinv_2            25
edfxtp_1          1024
mux2i_1           1024
nand2_1            193
nand3_1            194
nand3b_1             5
nor2_4              34
nor3_1              64
No activity file was given, so power comes from the tool's default toggle rates.
