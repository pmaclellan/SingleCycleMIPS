## ./config.mk

```make
export PLATFORM = sky130hd
export DESIGN_NAME = control_unit
export DESIGN_NICKNAME = control_unit
export VERILOG_FILES = /design/flow/design.v
export SDC_FILE = /design/flow/constraint.sdc
export NUM_CORES = 4
export LEC_CHECK = 1
export CORE_AREA = 10 10 70 70
export DIE_AREA = 0 0 80 80
```

## ./constraint.sdc

```tcl
current_design control_unit

set clk_period 2.5
set clk_io_pct 0.2

create_clock -name clk0 -period $clk_period

set non_clock_inputs [all_inputs -no_clocks]
set_input_delay [expr $clk_period * $clk_io_pct] -clock clk0 $non_clock_inputs
set_output_delay [expr $clk_period * $clk_io_pct] -clock clk0 [all_outputs]
```

## ./design.v

```verilog
module control_unit(RegDst,ALUSrc,MemToReg,RegWrite,MemRead,MemWrite,Branch,Jump,ALUOp,opCode);
output RegDst,ALUSrc,MemToReg,RegWrite,MemRead,MemWrite,Branch,Jump;
reg RegDst,ALUSrc,MemToReg,RegWrite,MemRead,MemWrite,Branch,Jump;
output[1:0] ALUOp;
reg[1:0] ALUOp;
input[5:0] opCode;
always@(opCode)
begin
case(opCode)
6'b000000: begin
	RegDst<=1;
	ALUSrc<=0;
	MemToReg<=0;
	RegWrite<=1;
	MemRead<=0;
	MemWrite<=0;
	Branch<=0;
	ALUOp<=2'b10;
	Jump<=0;
	end
6'b100011: begin
	RegDst<=0;
	ALUSrc<=1;
	MemToReg<=1;
	RegWrite<=1;
	MemRead<=1;
	MemWrite<=0;
	Branch<=0;
	ALUOp<=2'b00;
	Jump<=0;
	end
6'b101011: begin
	RegDst<=1'bx;
	ALUSrc<=1;
	MemToReg<=1'bx;
	RegWrite<=0;
	MemRead<=0;
	MemWrite<=1;
	Branch<=0;
	ALUOp<=2'b00;
	Jump<=0;
	end
6'b000100: begin
	RegDst<=1'bx;
	ALUSrc<=0;
	MemToReg<=1'bx;
	RegWrite<=0;
	MemRead<=0;
	MemWrite<=0;
	Branch<=1;
	ALUOp<=2'b01;
	Jump<=0;
	end
6'b001000: begin
	RegDst<=1;
	ALUSrc<=1;
	MemToReg<=0;
	RegWrite<=1;
	MemRead<=0;
	MemWrite<=0;
	Branch<=0;
	ALUOp<=2'b00;
	Jump<=0;
	end
6'b000010: begin
	RegDst<=1'bx;
	ALUSrc<=1'bx;
	MemToReg<=1'bx;
	RegWrite<=0;
	MemRead<=0;
	MemWrite<=0;
	Branch<=0;
	ALUOp<=2'bx;
	Jump<=1;
	end
default: begin
	RegDst<=1'bz;
	ALUSrc<=1'bz;
	MemToReg<=1'bz;
	RegWrite<=1'bz;
	MemRead<=1'bz;
	MemWrite<=1'bz;
	Branch<=1'bz;
	ALUOp<=2'bz;
	Jump<=1'bz;
	end
endcase
end
endmodule
```

## ./run.sh

```bash
#!/bin/bash
# OpenROAD 26Q1-2900-gdf79404cd8, Yosys 0.63+post, stock flow scripts
make -C /OpenROAD-flow-scripts/flow DESIGN_CONFIG=/design/flow/config.mk WORK_HOME=/design/flow/orfs finish
```

==> summary.txt <==
From the run reports.

- The worst setup path category is primary input to primary output.
- The power consumption reads 54.9 uW.
- The number of violations reported at the end of detailed-routing iteration 0 is 55.
- The first TritonRoute pass finished after 2 iterations.
- The post-route clock period utilization reads 96.1%.
- The die extent in x is 80 um.
- Summing all multi-input logic gate instances after layout gives 213 um^2.
- The number of filler instances in the final layout reads 392.
- The synthesized instance count reads 32.
- Summed over all instances, the cell type with the most area after synthesis is sky130_fd_sc_hd__a2111oi_4.
- The final wirelength reads 1010 um.
- Setup repair after global routing left no endpoint under its margin.
- The number of failing setup endpoints in the final timing report reads 0.
- The core box area is 3420 um^2.
- The number of maximum-capacitance violations is 0.
- The detailed placement HPWL is 839 um.
- The summed area of non-filler cells in the final layout reads 507 um^2.
- The flow ran to the end, and the final reports show no timing, DRC or antenna violations.
- The yosys cell count reads 32.
- The pre-CTS setup slack is -0.259 ns.
- The die footprint is 6400 um^2.
- Looking at the VDD voltage map, the peak drop is 0.0129 mV.
- The number of hold buffers added after CTS was 0.
- Sequential elements use 0% of the synthesized area.
- The routed layout has 315 vias.
- The number of pins exceeding their max-slew limit in the final report reads 0.
- The leakage component of the power was reported as 0.172 nW.
- The script computed a power per unit cell area of 108 nW/um^2.
- At the worst endpoint, the required time is 2.00 ns.
- The final weighted congestion of routability-driven global placement is 0.651.
- The number of diodes is 0.
- The area of the mapped netlist is 219 um^2.
- The aggregate negative setup slack is 0 ns.
- The die extent in y is 80 um.
- The storage element area reads 0 um^2.
- The synthesis-to-finish area growth reads 131%.
- The placement row count reads 21.
- The highest fanout seen on the critical path reads 4.
- The tally of yosys warning messages reads 10.
- The worst hold margin is 1.61 ns.
- The count of input and output buffers reads 16.
- In this run the count of I/O pins placed on the die edge is 16.
- The remaining max-slew budget at the tightest pin reads 82.4%.
- In this run the worst hold path is classified as primary input to primary output.
- The overall fraction of global-route tracks in use is 2.96%.
- The fmax reads 416 MHz.
- The wire length of the first global-routing pass is 1590 um.
- The total DRC errors in the routed layout reads 0.
- The fraction of post-synthesis cell area in the top cell type by area is 12.6%.
- After global routing the overflow that remains totals 0.
- The mean routed wirelength per cell reads 9.97 um.
- The number of global-route vias before repair reads 329.
- The number of different library cells in the post-synthesis netlist reads 24.
- The main area contributors are sky130_fd_sc_hd__a2111oi_4 (13%), sky130_fd_sc_hd__nor3_1 (9.1%), sky130_fd_sc_hd__nor2_1 (6.9%), sky130_fd_sc_hd__buf_6 (5.1%), sky130_fd_sc_hd__or3_4 (5.1%).
- The pin count of the biggest net entering global routing reads 8.
- The stat command in Yosys gives a chip area of 219 um^2.
- The final timing report lists a hold violation count of 0.
- The number of vias per cell is 3.12.
- After synthesis, the mean cell area works out to 6.84 um^2.
- The shortest clock period the worst path allows after layout reads 2.40 ns.
- The OpenROAD report gives the critical path a data arrival time of 1.90 ns.
- The number of antenna violations at the first check in global routing reads 0.
- Summing all placed instances gives a cell area of 494 um^2.
- The total number of warnings across the stage logs is 32.
- The critical path startpoint category is a primary input.
- The number of routed nets with antenna violations reads 0.
- The fraction of final layout cells with drive strength greater than 1 is 34.5%.
- The initial core utilization reads 6.41%.
- The number of setup buffers added after CTS is 0.
- STA classifies the critical path endpoint as a primary output.
- The number of sequential cells reads 0.
- The measured slew at the worst slew-check pin is 0.264 ns.
- The post-layout worst setup margin is 0.0979 ns.
- The number of clock buffers in the layout reads 0.
==> path summary, 6_finish.rpt <==
path	endpoint	cells after the start	from	slack, ns
min	Jump	3	opCode[0]	1.61
max	RegWrite	5	opCode[3]	0.1
==> cells by family (layout without fill, tap and decap cells) <==
family	Yosys count	after routing	share of synthesized area (%)
and+or+nand+nor	19	19	52.6
adders and majority gates	1	1	4.57
buffers and inverters	6	29	14.9
AOI/OAI and AO/OA	5	5	24.0
xor gates and xnor gates	1	1	4.00
==> where the power goes <==
part / internal [mW] / switching, mW
clock network: 0 / 0
logic: 0.0298 / 0.0251
registers: 0 / 0
==> layer usage <==
layer,GRT usage (%),up-vias,routed length (um)
li1,-,162,-
met1,3.16,147,378
met2,5.78,6,561
met3,0.568,0,67
met4,0.528,0,0
met5,0,-,0
==> worst max-delay path, cell delays in order <==
cell,delay (ns)
sky130_fd_sc_hd__clkdlybuf4s15_1,0.22
sky130_fd_sc_hd__or3_4,0.36
sky130_fd_sc_hd__a2111oi_4,0.36
sky130_fd_sc_hd__nor2_2,0.04
sky130_fd_sc_hd__clkdlybuf4s50_1,0.41
==> per-stage QoR <==
stage | utilization (%) | cells
after floorplan | - | 32
after global placement | 14.5 | 101
after detailed placement | 14.5 | 101
after CTS | 14.8 | 101
after global routing | 14.8 | 101
final | 14.8 | 101
==> layout make-up <==
class	count	share of cell area, %
Tap cell	46	11.4
Multi-Input combinational cell	26	42.0
Timing Repair Buffer	27	45.2
Inverter	2	1.48
==> synthesized netlist by cell type, drive strengths merged <==
library cell,instances
xor2,1
nand3,1
or3,1
buf,3
nor4b,1
maj3,1
a21o,1
nand2,1
nor4,1
nor3,4
o21ai,1
and3,1
and2,1
nand4b,1
clkbuf,1
inv,2
nor2,5
nor4bb,1
a21oi,1
nor3b,1
a2111oi,1
a211oi,1
==> cells in the final DEF (no fill, tap or decap) <==
cell type and instances:
sky130_fd_sc_hd__a211oi_1 1, sky130_fd_sc_hd__buf_4 11, sky130_fd_sc_hd__nor3_2 1, sky130_fd_sc_hd__nor3_1 3, sky130_fd_sc_hd__nor3b_1 1, sky130_fd_sc_hd__nand4b_1 1, sky130_fd_sc_hd__nor2_1 4, sky130_fd_sc_hd__and3_1 1
sky130_fd_sc_hd__nand2_1 1, sky130_fd_sc_hd__xor2_1 1, sky130_fd_sc_hd__clkdlybuf4s15_1 1, sky130_fd_sc_hd__nor2_2 1, sky130_fd_sc_hd__buf_2 1, sky130_fd_sc_hd__and2_1 1, sky130_fd_sc_hd__or3_4 1, sky130_fd_sc_hd__nor4bb_1 1
sky130_fd_sc_hd__clkdlybuf4s50_1 10, sky130_fd_sc_hd__nor4_4 1, sky130_fd_sc_hd__nand3_1 1, sky130_fd_sc_hd__a2111oi_4 1, sky130_fd_sc_hd__clkbuf_2 1, sky130_fd_sc_hd__o21ai_0 1, sky130_fd_sc_hd__a21oi_1 1, sky130_fd_sc_hd__inv_1 2
sky130_fd_sc_hd__a21o_1 1, sky130_fd_sc_hd__dlygate4sd2_1 3, sky130_fd_sc_hd__nor4b_2 1, sky130_fd_sc_hd__maj3_1 1
==> repair_timing <==
item | 4_1_cts | 5_1_grt
endpoints found under the hold margin | 0 | 0
pin swaps | 4 | 2
gates resized | 11 | 5
setup endpoints to repair | 8 | 3
Power figures rest on the tool's default switching activity, not on a simulated workload.
