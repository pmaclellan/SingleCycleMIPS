==> design/flow/design.v <==
module alu(zero,aluResult,inputA,inputB,control);
input[31:0] inputA, inputB;
input[3:0] control;
output[31:0] aluResult;
reg[31:0] aluResult;
output zero;
reg zero;
always@(inputA or inputB or control)
begin
case(control)
4'b0000: aluResult = inputA & inputB;  
4'b0010: aluResult = inputA + inputB;  
4'b0110: aluResult = inputA - inputB;  
4'b0111: aluResult = (inputA < inputB);  
default: aluResult = 32'bZ;
endcase
end
always@(*)
begin
zero = (aluResult == 32'b0);
end
endmodule
==> design/flow/run.sh <==
#!/bin/bash
# OpenROAD 26Q1-2900-gdf79404cd8, Yosys 0.63+post, stock flow scripts
make -C /OpenROAD-flow-scripts/flow DESIGN_CONFIG=/design/flow/config.mk WORK_HOME=/design/flow/orfs finish
==> design/flow/config.mk <==
export PLATFORM = sky130hd
export DESIGN_NAME = alu
export DESIGN_NICKNAME = alu
export VERILOG_FILES = /design/flow/design.v
export SDC_FILE = /design/flow/constraint.sdc
export NUM_CORES = 4
export LEC_CHECK = 1
export CORE_UTILIZATION = 50
==> design/flow/constraint.sdc <==
current_design alu

set clk_period 26.4
set clk_io_pct 0.2

create_clock -name clk0 -period $clk_period

set non_clock_inputs [all_inputs -no_clocks]
set_input_delay [expr $clk_period * $clk_io_pct] -clock clk0 $non_clock_inputs
set_output_delay [expr $clk_period * $clk_io_pct] -clock clk0 [all_outputs]
==> reports/results.tsv <==
stage	metric	value	unit
timing	hold_viol	0	
clock_tree	post_cts_buffers	0	
routing	drtIter0Drc	533	
power	internal_power	0.0537	mW
power	p_total	0.124	mW
layout	clockBufferCount	0	
global_routing	grtUsageTotal	33.4	%
timing	period_used_share	59.0	%
timing	rsz0062_at_grt	false	
status	outcome	finished with violations	
job	cap_violations	0	
routing	wl	15700	um
worst_setup_path	critPathSlowestCell	a211o_1	
worst_setup_path	cpMostUsedCell	or4_1	
floorplanning	initCoreUtil	52.0	%
worst_setup_path	crit_path_end	zero	
place	detailed_place_hpwl	12600	um
synth	yosysUniqueCellTypes	71	
power	seq_power_share	0	%
synth	syn_area_per_cell	6.32	um2
worst_setup_path	worstPathArrival	10.30	ns
floorplanning	die_w	97.7	um
job	warnings	65	
floorplanning	fp.dieH	97.7	um
worst_setup_path	crit_type	input pin to primary output	
power	peakVddDrop	0.0121	mV
worst_setup_path	worstPathRequired	21.12	ns
clock_tree	postCtsHoldBufs	0	
worst_setup_path	critPathMaxStageDelay	0.58	ns
synth	synth_area	4580	um2
synth	ys_cells	725	
floorplanning	rows	34	
routing	diodes	0	
worst_setup_path	startpoint	control[2]	
synth	yosysSeqAreaShare	0	%
floorplanning	io_pins	101	
global_routing	grt_pass1_vias	5228	
synth	synth_cells	725	
synth	yosysChipArea	4580	um2
global_routing	antenna_found_initial	0	
routing	vias	5774	
worst_setup_path	cp.depth	15	
timing	setup_viol	0	
timing	period_needed	15.58	ns
worst_hold_path	hp-class	input pin to primary output	
place	portBuffers	101	
layout	regArea	0	um2
place	gp_congestion	1.01	
layout	flops	0	
timing	fmax	64.2	MHz
global_routing	grt_pass1_wl	26000	um
layout	lay_top_count	clkdlybuf4s50_1	
layout	syn_to_final_growth	22.1	%
power	p_sw_share	56.6	%
floorplanning	dieArea	9550	um2
place	dpl_worst_slack	10.86	ns
worst_setup_path	path_buffers	5	
timing	worst_slew_pin_slew	0.773	ns
layout	fill_cells	794	
routing	post-route-drc-count	7	
worst_setup_path	path_max_fanout	26	
power	leakagePower	2.37	nW
power	p_comb_share	100.0	%
worst_setup_path	critical-path-top-delay-family	simple AND/OR/NAND/NOR gates	
power	power.density	22.1	nW/um2
timing	slew_headroom	48.0	%
layout	most-common-layout-cells	clkdlybuf4s50_1 (101), nand2_1 (74), inv_1 (65), a21oi_1 (65), ha_1 (64)	
worst_setup_path	critPathLaunchType	input pin	
worst_setup_path	path_cells	clkdlybuf4s50_1 > buf_4 > inv_2 > a211o_1 > buf_4 > nand2_1 > o21ai_0 > or4_1 > or4_1 > or4_1 > or4_1 > nor4_2 > nand4b_1 > nor3_2 > clkdlybuf4s50_1	
global_routing	grt_overflow	0	
power	p_sw	0.0701	mW
timing	setup_tns	0	ns
routing	dr.pass1.iters	46	
global_routing	grt_max_degree	27	
routing	wl_per_cell	17.6	um
synth	yosys_warnings	2	
power	p_clk_share	0	%
status	violations	design-rule violations	
floorplanning	coreArea	8810	um2
worst_setup_path	crit_path_end_kind	primary output	
layout	drive_above_1_share	3.30	%
routing	ant_nets	0	
timing	setup_slack	10.82	ns
timing	final_max_slew_viol_count	0	
routing	viasPerCell	6.45	
clock_tree	cts-resized-gates	0	
## cells by family (layout without fill, tap and decap cells)
kind of cell,Yosys count,in the layout,synth area share [%]
compound gates,252,252,37.6
fa+ha+maj,66,66,18.4
simple gates,262,262,28.2
xor+xnor,29,29,5.55
mux,4,4,0.874
buf+inv,112,174,9.40
## synthesized netlist by cell type (3+ instances only)
master      n  area share [%]
or2_2       4            0.55
nand2b_1    7            0.96
a21boi_0    6            0.98
o221ai_1    7             1.3
and3_1      3            0.41
buf_1       4            0.33
o21bai_1   12             2.0
o41ai_1     3            0.57
xor2_1      8             1.5
ha_1       64              17
or4_1       7             1.1
o311a_1     4            0.87
a221oi_1    8             1.5
nand2_1    74             6.1
o21ai_0    46             5.0
a31oi_1    10             1.4
nand4b_1    4            0.76
clkbuf_1   35             2.9
o311ai_0    3            0.57
a21oi_1    65             7.1
a22oi_1     3            0.49
xnor2_1    21             4.0
or3_1       5            0.68
o21ai_1     4            0.44
nor4_1     10             1.4
a21o_1     14             2.3
a2111oi_0   5            0.96
nand3_1    21             2.3
o21a_1      3            0.49
nand4_1    13             1.8
mux2i_1     4            0.87
inv_1      65             5.3
a211oi_1   11             1.8
and2_1      6            0.82
buf_2       5            0.55
nor3_1     30             3.3
o211ai_1   14             2.3
nor2_1     57             4.7
nor2b_1    10             1.4
o31ai_1     8             1.3
## power by group through the flow
stage                 clock network (mW)  logic (mW)  registers (mW)
after global routing                   0       0.135               0
after CTS                              0       0.121               0
final                                  0       0.124               0
## worst min path at each step
stage / from / end / depth (start not counted)
5_1_grt: inputB[31] / aluResult[31] / 5
4_1_cts: inputB[31] / aluResult[31] / 5
6_report: inputB[31] / aluResult[31] / 5
## metal layers
| layer | GRT usage [%] | share of wire [%] | vias up |
|---|---|---|---|
| li1 | - | - | 2790 |
| met2 | 52.0 | 43 | 352 |
| met4 | 6.76 | 2.2 | 0 |
| met5 | 0 | 0 | - |
| met1 | 49.3 | 44 | 2598 |
| met3 | 4.61 | 11 | 34 |
## metrics by stage
stage	area (um2)	util, %	hold slack, ns	instances
after floorplan	4580	-	10.72	725
after CTS	5590	63.5	11.76	895
after detailed placement	5590	63.5	11.75	895
final	5590	63.5	11.75	895
after global routing	5590	63.5	11.82	895
after global placement	5590	63.5	11.74	895
## tightest hold or removal path, stage by stage
cell,delay (ns)
clkdlybuf4s50_1,0.42
ha_1,0.19
nand2_1,0.04
o21ai_0,0.11
clkdlybuf4s50_1,0.42
## cell type report
| type | instances | area (um2) | area share, % |
|---|---|---|---|
| Timing Repair Buffer | 107 | 1060 | 18.9 |
| Multi-Input combinational cell | 613 | 4150 | 74.2 |
| Tap cell | 108 | 135 | 2.42 |
| Inverter | 67 | 251 | 4.50 |
No activity file was given, so power comes from the tool's default toggle rates.
